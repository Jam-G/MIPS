==> flow/design.v <==
module MEM(
	input clk,
	input [5:0] Op,
	input [2:0] Condition,
	input Branch,
	input MemWrite,
	input RegWrite,
	input [31:0] MemData,
	input Less,Zero,Overflow,
	input [31:0] WBData,
	output [31:0] MemData_Mem,
	output [3:0] Rd_write_byte_en,
	output RegWriteValid,
	output BranchValid,
	output [3:0]Mem_write_byte_en
);
wire [31:0] Mem_data_in;
wire [31:0] Mem_data_out;
ConditionCheck ConditionCheck(Condition,Branch,RegWrite,Less,Zero,Overflow,BranchValid,RegWriteValid);
reg_shifter reg_shifter(MemData,WBData[1:0],MemWrite,Op,Mem_data_in,Mem_write_byte_en);
Mem Mem(Mem_write_byte_en,clk,Mem_data_in,WBData,Mem_data_out);
mem_shifter mem_shifter(Mem_data_out,WBData[1:0],Op,MemData_Mem,Rd_write_byte_en);
endmodule
module ConditionCheck(
	input [2:0] Condition,
	input Branch,
	input RegWrite,
	input Less,Zero,Overflow,
	output reg BranchValid,RegWriteValid
);
always @(*)
begin
if(Branch==0)
BranchValid=0;
else
begin
case(Condition)
3'b000:
BranchValid=0;
3'b001:
BranchValid=Zero;
3'b010:
BranchValid=~Zero;
3'b011:
BranchValid=Less|Zero; 
3'b100:
BranchValid=Less; 
3'b101:
BranchValid=~Less; 
3'b110:
BranchValid=~(Less|Zero); 
3'b111:
BranchValid=0;
endcase
end
if(RegWrite==0)
RegWriteValid=0;
else if(Overflow==1)
RegWriteValid=0;
else
RegWriteValid=1;
end
endmodule
module reg_shifter(
	input [31:0] rt_out,
	input	[1:0] mem_addr_in,
	input	MemWrite,
	input [5:0] IR_out,
	output reg [31:0] rt_out_shift,
	output reg [3:0] mem_byte_write_out
);
reg [3:0]mem_byte_write;
always @ (*)
begin
	if (IR_out == 6'b101011) begin rt_out_shift = rt_out;mem_byte_write=4'b1111;end
	else begin
		case (mem_addr_in)
			2'b00: begin rt_out_shift = {rt_out[7:0],  24'b0};mem_byte_write=4'b1000;end
			2'b01: begin rt_out_shift = {rt_out[15:0], 16'b0};mem_byte_write=4'b1100;end
			2'b10: begin rt_out_shift = {rt_out[23:0], 8'b0};mem_byte_write=4'b1110;end
			2'b11: begin rt_out_shift = rt_out;mem_byte_write=4'b1111;end
		endcase
	end
	mem_byte_write_out = mem_byte_write & {4{MemWrite}};
end
endmodule
module mem_shifter(
	input [31:0] mem_data_out,
	input	[1:0] mem_addr_in,
	input [5:0] IR_out,
	output reg [31:0] mem_data_shift,
	output reg [3:0] Rd_write_byte_en
);
always @ (*)
begin
	if (IR_out == 6'b100011)begin
		mem_data_shift = mem_data_out;
		Rd_write_byte_en=4'b1111;
	end
	else begin
		case (mem_addr_in)
			2'b00: begin mem_data_shift = mem_data_out; Rd_write_byte_en=4'b1111;end
			2'b01: begin mem_data_shift = {mem_data_out[23:0], 8'b0};Rd_write_byte_en=4'b1110; end
			2'b10: begin mem_data_shift = {mem_data_out[15:0], 16'b0};Rd_write_byte_en=4'b1100; end
			2'b11: begin mem_data_shift = {mem_data_out[7:0],  24'b0};Rd_write_byte_en=4'b1000; end
		endcase
	end
end
endmodule
module Mem(
	input [3:0]Mem_byte_wr_in,
	input clk,
	input [31:0]Mem_data,
	input [31:0]Mem_addr_in,
	output reg [31:0]Mem_data_out
);
reg [31:0]addr;
integer i;
reg [7:0] IR_reg [500:0];
initial
begin
for(i=0;i<=500;i=i+1) IR_reg[i]=8'b0;
IR_reg[256] = 8'b10011000;
IR_reg[257] = 8'b10010110;
IR_reg[258] = 8'b10011100;
IR_reg[259] = 8'b11001110;
end
always@(posedge clk)
begin
addr = {Mem_addr_in[31:2],2'b00};
if(Mem_byte_wr_in[3])
	IR_reg[addr+3]<=Mem_data[31:24];
if(Mem_byte_wr_in[2])
	IR_reg[addr+2]<=Mem_data[23:16];
if(Mem_byte_wr_in[1])
	IR_reg[addr+1]<=Mem_data[15:8];
if(Mem_byte_wr_in[0])
	IR_reg[addr]<=Mem_data[7:0];
if(addr >= 496)
		Mem_data_out <= 32'h00000000;
else begin
	Mem_data_out[31:24]<=IR_reg[addr + 3];
	Mem_data_out[23:16]<=IR_reg[addr+2];
	Mem_data_out[15:8]<=IR_reg[addr+1];
	Mem_data_out[7:0]<=IR_reg[addr];
end
end
endmodule
==> flow/run.sh <==
#!/bin/bash
# OpenROAD 26Q1-2900-gdf79404cd8, Yosys 0.63+post, stock flow scripts
make -C /OpenROAD-flow-scripts/flow DESIGN_CONFIG=/design/flow/config.mk WORK_HOME=/design/flow/orfs finish
==> flow/config.mk <==
export PLATFORM = sky130hd
export DESIGN_NAME = MEM
export DESIGN_NICKNAME = MEM
export VERILOG_FILES = /design/flow/design.v
export SDC_FILE = /design/flow/constraint.sdc
export NUM_CORES = 4
export LEC_CHECK = 1
export CORE_UTILIZATION = 50
==> flow/constraint.sdc <==
current_design MEM

set clk_period 72.0
set clk_io_pct 0.2

create_clock -name clk0 -period $clk_period [get_ports {clk}]

set non_clock_inputs [all_inputs -no_clocks]
set_input_delay [expr $clk_period * $clk_io_pct] -clock clk0 $non_clock_inputs
set_output_delay [expr $clk_period * $clk_io_pct] -clock clk0 [all_outputs]
==> flow_summary.toml <==
# synthesis and place-and-route metrics
[sta]
fin_crit_ns = 32.23
rsz0062_at_grt = "false"
fin_tns_setup_ns = 0
tightestPinTransition_ns = 1.31
finalClockPeriodUsage_pct = 44.8
report.final.slew_viol_count = 0
clock-skew-final_ns = 0.0717
fmax_ghz = 0.0310
finalHoldViolations = 0
relSlewSlack_pct = 12.1
report.final.setup_viol = 0

[critical_path]
reg2reg_depth = 5
cp_max_fo = 22
end_kind = "output port"
cp_data_required_time_ns = 57.60
worst_ep_arrival_time_ns = 17.83
r2r-start = "Mem.IR_reg[145][4]"
startpoint_type = "input port"
reg2reg_to = "Mem.Mem_data_out[12]"
ff2ff_setup_slack_ns = 68.93
criticalPathCategory = "in2out"

[worst_hold_path]
holdPathEnd = "Mem.Mem_data_out[9]"
min-delay-start = "Mem.IR_reg[497][1]"
hold_depth = 3
min-delay-path-class = "reg2reg"

[detailed_routing]
viasPerCell = 6.24
drc = 0
drt_wl_total_mm = 460
vias = 80600
drt-initial-drc-count = 6499
wl_per_cell_um = 35.6
drt_first_pass_iters = 15
antenna_left = 0

[power]
p_sw_share_pct = 21.1
pwr-share-comb_pct = 4.6
ir_drop_uv = 22.5
p_per_area_nw_per_um2 = 28.0
cellLeakagePower_uw = 0.0547
power.switching_uw = 1050
power.share.clock_pct = 42.9
seqPwrFrac_pct = 52.5
p_int_uw = 3930

[clocking]
cts.sinks = 4040
path_clk_slew_ns = 0.06
cts_resized = 0
cts_setup_buffers = 0
clockRootBuffer = "clkbuf_16"
cts.htree.levels = 5
cts.path.max_buffers = 4
cts_tree = "done"
clk_latency_ns = 1.02
ctsHoldBuffers = 0
cts_buffers = 406

[finish]
synthToLayoutAreaGrowth_pct = 13.6
lay_top_count = "edfxtp_1"
instances_no_fill = 12900
drive_gt1_share_pct = 19.6
lay_top_cells = "edfxtp_1, mux2i_1, mux4_2"
largest_register_ffs = 4008

[logic_synthesis]
async_flop_share_pct = 0
synthTopLogicFamily = "multiplexers"
ys_seq_share_pct = 77.4
adder_share_pct = 0
syn_inst = 7938
yosysWarnings = 4
syn_area_um2 = 156000
xor_area_share_pct = 0.00560
mux_area_share_pct = 13.8
syn_area_per_cell_um2 = 19.7
edf_count = 4008
ys_seq_elements = 4040
ys_cells = 7938
ys_sh_aoi_pct = 4.08
ys_sh_simple_pct = 3.00
ys_chip_area_um2 = 156000
yosysUniqueCellTypes = 55
flop_cell = "edfxtp_1"

[run]
maxCapViolCount = 0
warnings = 26

[grt]
first_global_vias = 85200
grt_pass1_wl_mm = 642
grt_max_degree = 89
overflow = 0
grt.total_usage_pct = 33.3
antenna_found_initial = 68

[floorplan]
fp_util_pct = 50.4
die_area_um2 = 315000
rows = 204
die_h_um = 561
dieWidth_um = 561
io_pins = 122
core_area_um2 = 310000

[placement]
place.detailed.hpwl_mm = 306
placedCellCount = 12100
numPortBuffers = 120
place_congestion = 0.971

[status]
status = "completed"
==> synthesized netlist by cell type (54+ instances only) <==
library cell  number  share of area, %
edfxtp_1        4008                77
mux2i_1          737               4.7
mux4_2           623               9.0
a22oi_1          621               3.0
nor2_1           424               1.0
buf_2            211              0.68
clkbuf_1         209              0.50
nand2_1          195              0.47
nand3_1          165              0.53
inv_1            131              0.31
nand4_1           97              0.39
a21oi_1           69              0.22
o22ai_1           54              0.22
==> routing by layer <==
| layer | GRT usage, % | share of wire [%] | routed length [um] | up-vias |
|---|---|---|---|---|
| li1 | - | - | - | 33600 |
| met1 | 40.4 | 30 | 138000 | 40700 |
| met2 | 44.1 | 45 | 206000 | 5176 |
| met3 | 27.3 | 19 | 88200 | 977 |
| met4 | 14.3 | 5.3 | 24600 | 114 |
| met5 | 8.99 | 0.88 | 4070 | - |
==> critical path: stages <==
cell             delay, ns
clkdlybuf4s50_1       0.45
nor3b_1               0.35
nand3_1               0.58
nand2b_1              0.59
nor2_4                0.24
nor2b_1               0.54
clkdlybuf4s50_1       0.64
==> kinds of logic after synthesis <==
family                 count (synthesis)
AND-OR/OR-AND                        879
multiplexers                        1381
XOR/XNOR                               1
other                                  1
buffers and inverters                609
AND/OR/NAND/NOR                     1027
flip-flops                          4040
==> area by class of cell <==
type	instances	area, um2
Fill cell	22500	132000
Sequential cell	4040	121000
Multi-Input combinational cell	3289	33200
Clock buffer	502	10700
Tap cell	4120	5150
Timing Repair Buffer	499	4060
Clock inverter	250	2900
Inverter	131	512
Antenna cell	86	215
==> stage by stage <==
stage	setup WS (ns)	cell area [um2]	utilization (%)	hold slack, ns	total power (uW)
3_3_place_gp	39.78	164000	52.8	0.733	2880
5_1_grt	39.48	178000	57.3	0.771	5110
6_report	39.77	178000	57.3	0.740	4980
2_1_floorplan	42.01	156000	-	0.665	2800
4_1_cts	39.70	178000	57.2	0.736	5000
3_5_place_dp	39.73	164000	52.8	0.726	2890
==> power by group through the flow <==
stage,clock (uW),sequential [uW],combinational (uW)
CTS,2170,2610,228
global route,2250,2610,244
finish,2140,2610,229
==> how the worst max path moves through the flow <==
stage	startpoint	end	slack, ns	cells past startpoint
5_1_grt	Op[5]	Mem_write_byte_en[2]	39.48	7
4_1_cts	Op[5]	Mem_write_byte_en[2]	39.70	7
6_report	Op[5]	Mem_write_byte_en[2]	39.77	7
Power figures rest on the tool's default switching activity, not on a simulated workload.
