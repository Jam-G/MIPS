`design/flow/run.sh`:
```
#!/bin/bash
# OpenROAD 26Q1-2900-gdf79404cd8, Yosys 0.63+post, stock flow scripts
make -C /OpenROAD-flow-scripts/flow DESIGN_CONFIG=/design/flow/config.mk WORK_HOME=/design/flow/orfs finish
```
`design/flow/config.mk`:
```
export PLATFORM = sky130hd
export DESIGN_NAME = ID
export DESIGN_NICKNAME = ID
export VERILOG_FILES = /design/flow/design.v
export SDC_FILE = /design/flow/constraint.sdc
export NUM_CORES = 4
export LEC_CHECK = 1
export CORE_UTILIZATION = 50
```
`design/flow/constraint.sdc`:
```
current_design ID

set clk_period 6.6
set clk_io_pct 0.2

create_clock -name clk0 -period $clk_period [get_ports {clk}]

set non_clock_inputs [all_inputs -no_clocks]
set_input_delay [expr $clk_period * $clk_io_pct] -clock clk0 $non_clock_inputs
set_output_delay [expr $clk_period * $clk_io_pct] -clock clk0 [all_outputs]
```
`design/flow/design.v`:
```
module ID(
input clk,
input [5:0] Op,
input [4:0] Rs,
input [4:0] Rt,
input [4:0] Rd,
input [4:0] Shamt,
input [5:0] Func,
input [3:0] Rd_write_byte_en,
input [3:0] RsOut_sel,
input [3:0] RtOut_sel,
input [31:0] Data,
output [31:0] A_in,
output [31:0] B_in,
output [31:0] Immediate32,
output [2:0] Condition,
output Branch,
output MemWrite,
output RegWrite,
output MemRead,
output Jump,
output [1:0] ExResultSrc,
output ALUSrcA,
output ALUSrcB,
output [3:0] ALUOp,
output [1:0] RegDst,
output ShiftAmountSrc,
output [1:0] ShiftOp,
output IF_ID_RtRead,
output [31:0]Rs_out, Rt_out
);
wire [1:0] ExtendI;
register register(Rs,Rt,Rd,Rd_write_byte_en,Data,clk,Rs_out,Rt_out);
IDctr IDctr(Op,Func,Condition,Branch,MemWrite,RegWrite,MemRead,Jump,ExResultSrc,ALUSrcA,ALUSrcB,ALUOp,RegDst,ShiftAmountSrc,ShiftOp,IF_ID_RtRead,ExtendI);
Extend Extend({Rd,Shamt,Func},ExtendI,Immediate32);
select2_8  a(Rs_out[31:24],Data[31:24],RsOut_sel[3],A_in[31:24]);
select2_8  b(Rs_out[23:16],Data[23:16],RsOut_sel[2],A_in[23:16]);
select2_8  c(Rs_out[15:8],Data[15:8],RsOut_sel[1],A_in[15:8]);
select2_8  d(Rs_out[7:0],Data[7:0],RsOut_sel[0],A_in[7:0]);
select2_8  e(Rt_out[31:24],Data[31:24],RtOut_sel[3],B_in[31:24]);
select2_8  f(Rt_out[23:16],Data[23:16],RtOut_sel[2],B_in[23:16]);
select2_8  g(Rt_out[15:8],Data[15:8],RtOut_sel[1],B_in[15:8]);
select2_8  h(Rt_out[7:0],Data[7:0],RtOut_sel[0],B_in[7:0]);
endmodule
module IDctr(
input [5:0] Op,
input [5:0] Func,
output reg [2:0] Condition,
output reg Branch,
output reg MemWrite,
output reg RegWrite,
output reg MemRead,
output reg [1:0] Jump,
output reg [1:0] ExResultSrc,
output reg ALUSrcA,
output reg ALUSrcB,
output reg [3:0] ALUOp,
output reg [1:0] RegDst,
output reg ShiftAmountSrc,
output reg [1:0] ShiftOp,
output reg IF_ID_RtRead,
output reg [1:0] ExtendI
);
always @(*)
begin
case(Op)
6'b000000: 
begin
case(Func)
6'b100000: 
begin
Condition=3'b000;
Branch=0;
MemWrite=0;
RegWrite=1;
MemRead=0;
Jump=0;
ExResultSrc=2'b01;
ALUSrcA=0;
ALUSrcB=0;
ALUOp=4'b1110;
RegDst=2'b00;
ShiftAmountSrc=0;
ShiftOp=2'b00;
IF_ID_RtRead=1;
ExtendI=2'b00;
end
6'b100010: 
begin
Condition=3'b000;
Branch=0;
MemWrite=0;
RegWrite=1;
MemRead=0;
Jump=0;
ExResultSrc=2'b01;
ALUSrcA=0;
ALUSrcB=0;
ALUOp=4'b1111;
RegDst=2'b00;
ShiftAmountSrc=0;
ShiftOp=2'b00;
IF_ID_RtRead=1;
ExtendI=2'b00;
end
6'b100011: 
begin
Condition=3'b000;
Branch=0;
MemWrite=0;
RegWrite=1;
MemRead=0;
Jump=0;
ExResultSrc=2'b01;
ALUSrcA=0;
ALUSrcB=0;
ALUOp=4'b0001;
RegDst=2'b00;
ShiftAmountSrc=0;
ShiftOp=2'b00;
IF_ID_RtRead=1;
ExtendI=2'b00;
end
6'b100111: 
begin
Condition=3'b000;
Branch=0;
MemWrite=0;
RegWrite=1;
MemRead=0;
Jump=0;
ExResultSrc=2'b01;
ALUSrcA=0;
ALUSrcB=0;
ALUOp=4'b1000;
RegDst=2'b00;
ShiftAmountSrc=0;
ShiftOp=2'b00;
IF_ID_RtRead=1;
ExtendI=2'b00;
end
6'b101011: 
begin
Condition=3'b000;
Branch=0;
MemWrite=0;
RegWrite=1;
MemRead=0;
Jump=0;
ExResultSrc=2'b01;
ALUSrcA=0;
ALUSrcB=0;
ALUOp=4'b0101;
RegDst=2'b00;
ShiftAmountSrc=0;
ShiftOp=2'b00;
IF_ID_RtRead=1;
ExtendI=2'b00;
end
6'b101010: 
begin
Condition=3'b000;
Branch=0;
MemWrite=0;
RegWrite=1;
MemRead=0;
Jump=0;
ExResultSrc=2'b01;
ALUSrcA=0;
ALUSrcB=0;
ALUOp=4'b0111;
RegDst=2'b00;
ShiftAmountSrc=0;
ShiftOp=2'b00;
IF_ID_RtRead=1;
ExtendI=2'b00;
end
6'b100100: 
begin
Condition=3'b000;
Branch=0;
MemWrite=0;
RegWrite=1;
MemRead=0;
Jump=0;
ExResultSrc=2'b01;
ALUSrcA=0;
ALUSrcB=0;
ALUOp=4'b0100;
RegDst=2'b00;
ShiftAmountSrc=0;
ShiftOp=2'b00;
IF_ID_RtRead=1;
ExtendI=2'b00;
end
6'b100101: 
begin
Condition=3'b000;
Branch=0;
MemWrite=0;
RegWrite=1;
MemRead=0;
Jump=0;
ExResultSrc=2'b01;
ALUSrcA=0;
ALUSrcB=0;
ALUOp=4'b0110;
RegDst=2'b00;
ShiftAmountSrc=0;
ShiftOp=2'b00;
IF_ID_RtRead=1;
ExtendI=2'b00;
end
6'b000111: 
begin
Condition=3'b000;
Branch=0;
MemWrite=0;
RegWrite=1;
MemRead=0;
Jump=0;
ExResultSrc=2'b10;
ALUSrcA=0;
ALUSrcB=0;
ALUOp=4'b0000;
RegDst=2'b00;
ShiftAmountSrc=1;
ShiftOp=2'b10;
IF_ID_RtRead=1;
ExtendI=2'b00;
end
6'b000010: 
begin
Condition=3'b000;
Branch=0;
MemWrite=0;
RegWrite=1;
MemRead=0;
Jump=0;
ExResultSrc=2'b10;
ALUSrcA=0;
ALUSrcB=0;
ALUOp=4'b0000;
RegDst=2'b00;
ShiftAmountSrc=0;
ShiftOp=2'b11;
IF_ID_RtRead=1;
ExtendI=2'b00;
end
default:
begin
Condition=3'b000;
Branch=0;
MemWrite=0;
RegWrite=0;
MemRead=0;
Jump=0;
ExResultSrc=2'b00;
ALUSrcA=0;
ALUSrcB=0;
ALUOp=4'b0000;
RegDst=2'b00;
ShiftAmountSrc=0;
ShiftOp=2'b00;
IF_ID_RtRead=0;
ExtendI=2'b00;
end
endcase
end
6'b011100: 
if(Func==100001) 
begin
Condition=3'b000;
Branch=0;
MemWrite=0;
RegWrite=1;
MemRead=0;
Jump=0;
ExResultSrc=2'b01;
ALUSrcA=0;
ALUSrcB=0;
ALUOp=4'b0011;
RegDst=2'b00;
ShiftAmountSrc=0;
ShiftOp=2'b00;
IF_ID_RtRead=0;
ExtendI=2'b00;
end
else  
begin
Condition=3'b000;
Branch=0;
MemWrite=0;
RegWrite=1;
MemRead=0;
Jump=0;
ExResultSrc=2'b01;
ALUSrcA=0;
ALUSrcB=0;
ALUOp=4'b0010;
RegDst=2'b00;
ShiftAmountSrc=0;
ShiftOp=2'b00;
IF_ID_RtRead=0;
ExtendI=2'b00;
end
6'b001000: 
begin
Condition=3'b000;
Branch=0;
MemWrite=0;
RegWrite=1;
MemRead=0;
Jump=0;
ExResultSrc=2'b01;
ALUSrcA=0;
ALUSrcB=1;
ALUOp=4'b1110;
RegDst=2'b01;
ShiftAmountSrc=0;
ShiftOp=2'b00;
IF_ID_RtRead=0;
ExtendI=2'b01;
end
6'b001001: 
begin
Condition=3'b000;
Branch=0;
MemWrite=0;
RegWrite=1;
MemRead=0;
Jump=0;
ExResultSrc=2'b01;
ALUSrcA=0;
ALUSrcB=1;
ALUOp=4'b0000;
RegDst=2'b01;
ShiftAmountSrc=0;
ShiftOp=2'b00;
IF_ID_RtRead=0;
ExtendI=2'b00;
end
6'b001110: 
begin
Condition=3'b000;
Branch=0;
MemWrite=0;
RegWrite=1;
MemRead=0;
Jump=0;
ExResultSrc=2'b01;
ALUSrcA=0;
ALUSrcB=1;
ALUOp=4'b1001;
RegDst=2'b01;
ShiftAmountSrc=0;
ShiftOp=2'b00;
IF_ID_RtRead=0;
ExtendI=2'b00;
end
6'b001010: 
begin
Condition=3'b000;
Branch=0;
MemWrite=0;
RegWrite=1;
MemRead=0;
Jump=0;
ExResultSrc=2'b01;
ALUSrcA=0;
ALUSrcB=1;
ALUOp=4'b0111;
RegDst=2'b01;
ShiftAmountSrc=0;
ShiftOp=2'b00;
IF_ID_RtRead=0;
ExtendI=2'b01;
end
6'b000010: 
begin
Condition=3'b000;
Branch=0;
MemWrite=0;
RegWrite=0;
MemRead=0;
Jump=1;
ExResultSrc=2'b01;
ALUSrcA=0;
ALUSrcB=0;
ALUOp=4'b0000;
RegDst=2'b00;
ShiftAmountSrc=0;
ShiftOp=2'b00;
IF_ID_RtRead=0;
ExtendI=2'b00;
end
6'b000001: 
begin
Condition=3'b011;
Branch=1;
MemWrite=0;
RegWrite=1;
MemRead=0;
Jump=0;
ExResultSrc=2'b01;
ALUSrcA=1;
ALUSrcB=0;
ALUOp=4'b1111;
RegDst=2'b01;
ShiftAmountSrc=0;
ShiftOp=2'b10;
IF_ID_RtRead=0;
ExtendI=2'b11;
end
6'b001111: 
begin
Condition=3'b000;
Branch=0;
MemWrite=0;
RegWrite=1;
MemRead=0;
Jump=0;
ExResultSrc=2'b01;
ALUSrcA=0;
ALUSrcB=1;
ALUOp=4'b0000;
RegDst=2'b01;
ShiftAmountSrc=0;
ShiftOp=2'b00;
IF_ID_RtRead=0;
ExtendI=2'b10;
end
6'b100010: 
begin
Condition=3'b000;
Branch=0;
MemWrite=0;
RegWrite=1;
MemRead=1;
Jump=0;
ExResultSrc=2'b01;
ALUSrcA=0;
ALUSrcB=1;
ALUOp=4'b0000;
RegDst=2'b01;
ShiftAmountSrc=0;
ShiftOp=2'b00;
IF_ID_RtRead=0;
ExtendI=2'b01;
end
6'b100011: 
begin
Condition=3'b000;
Branch=0;
MemWrite=0;
RegWrite=1;
MemRead=1;
Jump=0;
ExResultSrc=2'b01;
ALUSrcA=0;
ALUSrcB=1;
ALUOp=4'b0000;
RegDst=2'b01;
ShiftAmountSrc=0;
ShiftOp=2'b00;
IF_ID_RtRead=0;
ExtendI=2'b01;
end
6'b101011: 
begin
Condition=3'b000;
Branch=0;
MemWrite=1;
RegWrite=0;
MemRead=0;
Jump=0;
ExResultSrc=2'b01;
ALUSrcA=0;
ALUSrcB=1;
ALUOp=4'b0000;
RegDst=2'b00;
ShiftAmountSrc=0;
ShiftOp=2'b00;
IF_ID_RtRead=0;
ExtendI=2'b01;
end
6'b101110: 
begin
Condition=3'b000;
Branch=0;
MemWrite=1;
RegWrite=0;
MemRead=0;
Jump=0;
ExResultSrc=2'b01;
ALUSrcA=0;
ALUSrcB=1;
ALUOp=4'b0000;
RegDst=2'b00;
ShiftAmountSrc=0;
ShiftOp=2'b00;
IF_ID_RtRead=0;
ExtendI=2'b01;
end
default:
begin
Condition=3'b000;
Branch=0;
MemWrite=0;
RegWrite=0;
MemRead=0;
Jump=0;
ExResultSrc=2'b00;
ALUSrcA=0;
ALUSrcB=0;
ALUOp=4'b0000;
RegDst=2'b00;
ShiftAmountSrc=0;
ShiftOp=2'b00;
IF_ID_RtRead=0;
ExtendI=2'b00;
end
endcase
end
endmodule
module Extend(
input [15:0] Imm16,
input [1:0] ExtendI,
output reg [31:0] Imm32
);
always @(*)begin
case(ExtendI)
2'b00:Imm32={16'h0000,Imm16};
2'b01:Imm32 = {{16{Imm16[15]}}, Imm16};
2'b10:Imm32 = {Imm16, 16'h0000};
2'b11:Imm32 = {{16{Imm16[15]}}, Imm16} << 2; 
endcase
end
endmodule
module register(
input [4:0] rs_addr,
input [4:0] rt_addr,
input [4:0] rd_addr,
input [3:0] rd_byte_w_en,
input [31:0] rd_in,
input clk,
output reg [31:0] rs_out,
output reg [31:0] rt_out 
);
integer i;
reg [31:0] registers[31:0];  
initial
begin
for(i=0;i<=31;i=i+1) registers[i]=32'h8;
		registers[0] = 32'h00000000; registers[1] = 32'h19946224;
		registers[2] = 32'h20140603; registers[4] = 32'h20120901;
		registers[5] = 32'hfedcba98; registers[7] = 32'h7baba789;
		registers[8] = 32'h80acd568; registers[9] = 32'hea578709;
		registers[10] = 32'h8ffafe72; registers[11] = 32'h8ff75616;
		registers[12] = 32'h52027749;registers[16]=32'h23333333;
		registers[23] = 32'h00000100; 
		registers[24] = 32'h99999966;
		registers[25] = 32'h867a69eb;
		registers[29] = 32'h76543291;
		registers[30] = 32'h00000080;
		registers[31] = 32'h69696969;
end
always @(negedge clk)      
begin
  registers[0]<=32'h00000000;  
  if(rd_addr!=00000)    
    begin
      if(rd_byte_w_en[3])
        registers[rd_addr][31:24]<=rd_in[31:24];
      if(rd_byte_w_en[2])
        registers[rd_addr][23:16]<=rd_in[23:16];
      if(rd_byte_w_en[1])
        registers[rd_addr][15:8]<=rd_in[15:8];
      if(rd_byte_w_en[0])
        registers[rd_addr][7:0]<=rd_in[7:0];
    end 	
end
always @(posedge clk) 
 begin                 
     rs_out<=registers[rs_addr];
     rt_out<=registers[rt_addr];
 end
endmodule
module select2_32(
input [31:0] in1,
input [31:0] in2,
input choose,
output reg [31:0] out
);
always@(in1 or in2 or choose)
case(choose)
1'b0:out=in1;
1'b1:out=in2;
default:out=32'b0;
endcase
endmodule
module select2_8(
input [7:0] in1,
input [7:0] in2,
input choose,
output reg [7:0] out
);
always@(in1 or in2 or choose)
case(choose)
1'b0:out=in1;
1'b1:out=in2;
default:out=8'b0;
endcase
endmodule
module select2_5(
input [4:0] in1,
input [4:0] in2,
input choose,
output reg [4:0] out
);
always@(in1 or in2 or choose)
case(choose)
1'b0:out=in1;
1'b1:out=in2;
default:out=5'b0;
endcase
endmodule
module select3_5(
input [4:0] in1,
input [4:0] in2,
input [4:0] in3,
input [1:0] choose,
output reg [4:0] out
);
always@(in1 or in2 or in3 or choose)
case(choose)
2'b00:out=in1;
2'b01:out=in2;
2'b10:out=in3;
default:out=5'b0;
endcase
endmodule
module select3_32(
input [31:0] in1,
input [31:0] in2,
input [31:0] in3,
input [1:0] choose,
output reg [31:0] out
);
always@(in1 or in2 or in3 or choose)
case(choose)
2'b00:out=in1;
2'b01:out=in2;
2'b10:out=in3;
default:out=32'b0;
endcase
endmodule 
module select3_8(
input [7:0] in1,
input [7:0] in2,
input [7:0] in3,
input [1:0] choose,
output reg [7:0] out
);
always@(in1 or in2 or in3 or choose)
case(choose)
2'b00:out=in1;
2'b01:out=in2;
2'b10:out=in3;
default:out=8'b0;
endcase
endmodule 
module select4_32(
input [31:0] in1,
input [31:0] in2,
input [31:0] in3,
input [31:0] in4,
input [1:0] choose,
output reg [31:0] out
);
always@(in1 or in2 or in3 or in4 or choose)
case(choose)
2'b00:out=in1;
2'b01:out=in2;
2'b10:out=in3;
2'b11:out=in4;
default:out=32'b0;
endcase
endmodule
module select4_8(
input [7:0] in1,
input [7:0] in2,
input [7:0] in3,
input [7:0] in4,
input [1:0] choose,
output reg [7:0] out
);
always@(in1 or in2 or in3 or in4 or choose)
case(choose)
2'b00:out=in1;
2'b01:out=in2;
2'b10:out=in3;
2'b11:out=in4;
default:out=8'b0;
endcase
endmodule 
module select5_32(
input [31:0] in1,
input [31:0] in2,
input [31:0] in3,
input [31:0] in4,
input [31:0] in5,
input [2:0] choose,
output reg [31:0] out
);
always@(in1 or in2 or in3 or in4 or in5 or choose)
case(choose)
3'b000:out=in1;
3'b001:out=in2;
3'b010:out=in3;
3'b011:out=in4;
3'b100:out=in5;
default:out=32'b0;
endcase
endmodule 
module select8_8(
input [7:0] in1,
input [7:0] in2,
input [7:0] in3,
input [7:0] in4,
input [7:0] in5,
input [7:0] in6,
input [7:0] in7,
input [7:0] in8,
input [2:0] choose,
output reg [7:0] out
);
always@(in1 or in2 or in3 or in4 or in5 or in6 or in7 or in8 or choose)
case(choose)
3'b000:out=in1;
3'b001:out=in2;
3'b010:out=in3;
3'b011:out=in4;
3'b100:out=in5;
3'b101:out=in6;
3'b110:out=in7;
3'b111:out=in8;
default:out=8'b0;
endcase
endmodule 
```
==> metrics.cfg <==
[die]
die_y_um = 323
floorplan.die.width_um = 323
core-area_mm2 = 0.102
fp-utilization = 0.506
dieArea_mm2 = 0.105
ios = 259
floorplan.rows = 117

[timing]
worst_slew_pin_slew_ns = 1.06
final.setup_skew_ns = 0.0468
setup_total_negative_slack_ns = 0
timing.final.setup_violations = 0
rsz0062_at_grt = false
report.final.slew_viol_count = 0
final_number_of_hold_violating_endpoints = 0
worst_max_slew_margin_expressed_relative_to_the_limit = 0.288

[clocking]
tritoncts.num_buffers = 116
tritoncts_clock_tree = done
h-tree-depth = 3
cts_hold_buf = 0
worst_skew_pair.late_latency_ns = 0.72
worst_setup_hold_path_clk_slew_ns = 0.07
clock_tree.buffer_depth = 3
cts-root-buf = clkbuf_16
post_cts_resized = 0
clock-sinks = 1088
cts.repair_timing.setup_buffer_count = 0

[power]
post-layout-total-power_uw = 18900
ir_drop_mv = 0.327
power_density_mw_per_mm2 = 290
leakage_uw = 0.0290

[place]
place.detailed.instances = 5461
dp_hpwl_um = 109000
globalplace.congestion = 0.974
placement.io_buffers = 256

[synth]
numSynthFlops = 1088
postSynth.asyncResetShare = 0
flip_flops_with_a_built_in_enable = 992
syn_avg_cell_area_um2 = 13.5
ys_types = 52
synth-area-yosys_mm2 = 0.0516
synth_cells = 3811
synth.yosys.num_cells = 3811
postSynth.topFlopCell = edfxtp_1
ys_seq_frac = 0.614
mappedNetlistArea_mm2 = 0.0516
yosysWarnings = 5

[grt]
grt_pass1_vias = 41800
global_route.usage.total = 0.357
grt-ovfl-total = 0
grtUsageMet3 = 0.254
grtUsageMet1 = 0.457
grt_use_met2 = 0.488
maximum_number_of_pins_on_one_net_before_global_route_repair = 102
grt_busiest_layer = met2
global_route_wire_length_before_repair_um = 248000
antenna_found_initial = 2

[setup_path]
required_ns = 3.71
critical_path.top_delay_family = buffers and inverters
timing.critical_path.arrival_ns = 3.64
critPathMostFrequentCell = buf_4
cp_num_buf_inv = 5
crit_path_start_kind = input pin
timing.setup.critical_path_class = input pin to flip-flop
cpPeakStageDelay_ns = 0.58
reg2reg_depth = 5
end_kind = flip-flop
cp_cell_sequence = clkdlybuf4s50_1 -> buf_4 -> buf_4 -> nor3_1 -> buf_4 -> nand2_1 -> nor2_1 -> buf_4
worst_path_max_delay_cell = clkdlybuf4s50_1
critPathMaxFanout = 12
cp_num_cells = 8

[layout]
post_layout_nonfiller_instances = 6703
area_growth_pct = 26.5
layout_top_cells_excl_fill_tap = inv_1, mux2i_1, edfxtp_1
drive_above_1_share = 0.109
layout.cells.most_common = inv_1

[run_status]
outcome = finished, final reports clean

[worst_hold_path]
holdPathStages = 5
hold_path_class = input pin to flip-flop

[route]
drt_pre_antenna_iters = 9
drt-vias-per-instance = 5.76
postRouteWirelength_um = 170000
num_vias = 38600
final_antenna_net_count = 0
post_detailed_route_drc_marker_count = 0
wl_per_cell_um = 25.4
first_iter_violations = 2817
diodes = 0

[job]
maxCapViolations = 0
stage_log_warnings = 1029

[cells by family after synthesis]
kind of cell	share of synthesized area
xor gates and xnor gates	0.000509
adders and majority gates	0.000194
and+or+nand+nor	0.0607
DFF	0.614
muxes	0.212
buffers and inverters	0.0265
other	0.0000726
AOI/OAI and AO/OA	0.0854
[cells in the mapped netlist (all sizes together) (2+ instances only)]
| cell type | instances | area share |
|---|---|---|
| xor2 | 3 | 0.00051 |
| or2 | 3 | 0.00036 |
| nor3b | 5 | 0.00073 |
| dfxtp | 96 | 0.037 |
| clkbuf | 131 | 0.0095 |
| o22ai | 5 | 0.00061 |
| inv | 7 | 0.00051 |
| a22o | 142 | 0.024 |
| nand3 | 207 | 0.020 |
| nor3 | 74 | 0.0072 |
| a21o | 14 | 0.0020 |
| o32ai | 3 | 0.00051 |
| mux2 | 64 | 0.014 |
| edfxtp | 992 | 0.58 |
| and3 | 7 | 0.00085 |
| a32oi | 2 | 0.00034 |
| and2 | 18 | 0.0022 |
| nor2b | 7 | 0.00085 |
| buf | 166 | 0.017 |
| o21ai | 3 | 0.00029 |
| nand2 | 223 | 0.016 |
| a22oi | 193 | 0.028 |
| a31oi | 65 | 0.0079 |
| nand2b | 9 | 0.0011 |
| or3 | 3 | 0.00046 |
| mux2i | 1024 | 0.20 |
| nor2 | 130 | 0.0096 |
| a21oi | 198 | 0.019 |
| o32a | 2 | 0.00039 |
[worst reg2reg max path, cell delays in order, from the launching register on]
cell and delay (ns):
edfxtp_1 0.42, mux2i_1 0.18, a22o_1 0.20, nor3_1 0.09, a31oi_1 0.40, nand3_1 0.25
[path summary, 6_finish.rpt]
check                             start  slack, ns                         end
max                               Rd[2]       0.06  register.registers[10][17]
min                               Rs[1]       1.36          register.rs_out[7]
max reg2reg   register.registers[2][13]       1.57         register.rs_out[13]
min reg2reg  register.registers[27][16]       3.94         register.rs_out[16]
[cell type report]
cell class                 instances  area [um2]
fill                            7261       36700
timing repair buffer             546        5120
clock inverter                  1120        5070
sequential                      1088       31700
tap                             1368        1710
clock buffer                     123        2960
inverter                           6        22.5
multi-input combinational       2452       18700
[per-stage QoR]
step	hold slack, ns	area, um2	util	worst slack, ns
2_1_floorplan	1.59	51800	-	0.331
3_3_place_gp	2.00	57300	0.562	-0.555
3_5_place_dp	2.00	57300	0.562	-0.590
4_1_cts	1.35	65300	0.640	0.158
5_1_grt	1.43	65300	0.640	0.0242
6_report	1.36	65300	0.640	0.0626
[layer usage]
metal / vias up / part of all wire
met5: - / 0.0035
met4: 14 / 0.029
met3: 313 / 0.15
met2: 2304 / 0.45
met1: 18300 / 0.37
li1: 17700 / -
[sequential cells by signal, indices dropped and copies added, names as in the netlist]
| name | flops |
|---|---|
| register.registers | 1024 |
| register.rs_out | 32 |
| register.rt_out | 32 |
[report_power, final]
part / internal, uW / switching, uW
logic: 699 / 967
clock network: 5040 / 4430
registers: 7710 / 73.9
total: 13400 / 5470
