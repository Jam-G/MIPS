--- flow/run.sh ---
#!/bin/bash
# OpenROAD 26Q1-2900-gdf79404cd8, Yosys 0.63+post, stock flow scripts
make -C /OpenROAD-flow-scripts/flow DESIGN_CONFIG=/design/flow/config.mk WORK_HOME=/design/flow/orfs finish
--- flow/config.mk ---
export PLATFORM = sky130hd
export DESIGN_NAME = IF
export DESIGN_NICKNAME = IF
export VERILOG_FILES = /design/flow/design.v
export SDC_FILE = /design/flow/constraint.sdc
export NUM_CORES = 4
export LEC_CHECK = 1
export CORE_UTILIZATION = 40
--- flow/constraint.sdc ---
current_design IF

set clk_period 6.7
set clk_io_pct 0.2

create_clock -name clk0 -period $clk_period [get_ports {clk}]

set non_clock_inputs [all_inputs -no_clocks]
set_input_delay [expr $clk_period * $clk_io_pct] -clock clk0 $non_clock_inputs
set_output_delay [expr $clk_period * $clk_io_pct] -clock clk0 [all_outputs]
--- flow/design.v ---
module IF(
input clk,
input [1:0] PCSrc,
input [31:0] PC0,PC1,PC2,PC3,
output reg [31:0] PC_IF_ID_in,
output  [31:0] IR_out
);
wire [31:0] PC_in;
wire [31:0] PC_out;
select4_32 s1(PC0,PC1,PC2,PC3,PCSrc,PC_in); 
PC PC(PC_in,clk,PC_out);
IR_Mem IR_Mem(clk,PC_out,IR_out);
always @(PC_out)
PC_IF_ID_in=PC_out+32'h4;
endmodule
module IR_Mem(
input clk,
input [31:0]Mem_addr_in,
output reg [31:0]Mem_data_out
);
integer i;
reg [7:0] IR_reg [255:0];
initial
begin
for(i=0;i<=255;i=i+1) IR_reg[i]=8'b0;
	{IR_reg[0], IR_reg[1], IR_reg[2], IR_reg[3]} = 32'b00000000001001000110100000100000;      
	{IR_reg[4], IR_reg[5], IR_reg[6], IR_reg[7]} = 32'b00000001010001110110100000100000;      
	{IR_reg[8], IR_reg[9], IR_reg[10], IR_reg[11]} = 32'b00100000010011101010101111001101;    
	{IR_reg[12], IR_reg[13], IR_reg[14], IR_reg[15]} = 32'b00100001010011110111101111001101;  
	{IR_reg[16], IR_reg[17], IR_reg[18], IR_reg[19]} = 32'b00100101010011110111101111001101;  
	{IR_reg[20], IR_reg[21], IR_reg[22], IR_reg[23]} = 32'b00000001010011000110100000100010;  
	{IR_reg[24], IR_reg[25], IR_reg[26], IR_reg[27]} = 32'b00000001100010100110100000100010;  
	{IR_reg[28], IR_reg[29], IR_reg[30], IR_reg[31]} = 32'b00000001100010100110100000100011;  
	{IR_reg[32], IR_reg[33], IR_reg[34], IR_reg[35]} = 32'b01111100000000010001010000100000;  
	{IR_reg[36], IR_reg[37], IR_reg[38], IR_reg[39]} = 32'b01111100000001110110110000100000;  
	{IR_reg[40], IR_reg[41], IR_reg[42], IR_reg[43]} = 32'b01110001101000001000000000100001;  
	{IR_reg[44], IR_reg[45], IR_reg[46], IR_reg[47]} = 32'b01110001100000001000100000100000;  
	{IR_reg[48], IR_reg[49], IR_reg[50], IR_reg[51]} = 32'b00111100000100101000100110101101;  
	{IR_reg[52], IR_reg[53], IR_reg[54], IR_reg[55]} = 32'b00111001011101001000011010100101;  
	{IR_reg[56], IR_reg[57], IR_reg[58], IR_reg[59]} = 32'b00000010000010101001000000000111;  
	{IR_reg[60], IR_reg[61], IR_reg[62], IR_reg[63]} = 32'b00000010001010111001100000000111;  
	{IR_reg[64], IR_reg[65], IR_reg[66], IR_reg[67]} = 32'b00000000001011111010001101000010;  
	{IR_reg[68], IR_reg[69], IR_reg[70], IR_reg[71]} = 32'b00000010100010011010100000101011;  
	{IR_reg[72], IR_reg[73], IR_reg[74], IR_reg[75]} = 32'b00101010101101101001010000100001;  
	{IR_reg[76], IR_reg[77], IR_reg[78], IR_reg[79]} = 32'b00001000000000000000000000011000;  
	{IR_reg[84], IR_reg[85], IR_reg[86], IR_reg[87]} = 32'b00000001000001101011100000100111;  
	{IR_reg[88], IR_reg[89], IR_reg[90], IR_reg[91]} = 32'b10101110111010000000000000000100;  
	{IR_reg[92], IR_reg[93], IR_reg[94], IR_reg[95]} = 32'b10001110111000110000000000000100;  
	{IR_reg[96], IR_reg[97], IR_reg[98], IR_reg[99]} = 32'b10111010111110010000000000000010;  
	{IR_reg[100], IR_reg[101], IR_reg[102], IR_reg[103]} = 32'b10001010111001000000000000000010;  
	{IR_reg[104], IR_reg[105], IR_reg[106], IR_reg[107]} = 32'b00000000001001000110100000100000;      
	{IR_reg[108], IR_reg[109], IR_reg[110], IR_reg[111]} = 32'b00000001101010010001100000100010; 
	{IR_reg[112], IR_reg[113], IR_reg[114], IR_reg[115]} = 32'b00000001001011010011100000100111; 
	{IR_reg[116], IR_reg[117], IR_reg[118], IR_reg[119]} = 32'b00000001101001100101000000100000; 
	{IR_reg[120], IR_reg[121], IR_reg[122], IR_reg[123]} = 32'b00000111101100011111111111110110;  
	IR_reg[124] = 8'h00;
	IR_reg[125] = 8'h00;
	IR_reg[126] = 8'h00;
	IR_reg[127] = 8'h00;
	IR_reg[128] = 8'h00;
	IR_reg[129] = 8'h00;
	IR_reg[130] = 8'h00;
	IR_reg[131] = 8'h00;
	IR_reg[132] = 8'h00;
	IR_reg[133] = 8'h00;
	IR_reg[134] = 8'h00;
	IR_reg[135] = 8'h00;
	IR_reg[136] = 8'h00;
	IR_reg[137] = 8'h00;
	IR_reg[138] = 8'h00;
	IR_reg[139] = 8'h00;
	IR_reg[140] = 8'h00;
	IR_reg[141] = 8'h00;
	IR_reg[142] = 8'h00;
	IR_reg[143] = 8'h00;
	IR_reg[144] = 8'h00;
	end
always@(*)
begin
Mem_data_out[31:24]<=IR_reg[Mem_addr_in];
Mem_data_out[23:16]<=IR_reg[Mem_addr_in+1];
Mem_data_out[15:8]<=IR_reg[Mem_addr_in+2];
Mem_data_out[7:0]<=IR_reg[Mem_addr_in+3];
end
endmodule
module PC(
input [31:0] PC_in,
input clk,
output reg [31:0]PC_out
);
reg [31:0]PC_in_r;
initial
PC_out=32'b0;
always@(posedge clk)
begin
PC_out<=PC_in;
end
endmodule
module select2_32(
input [31:0] in1,
input [31:0] in2,
input choose,
output reg [31:0] out
);
always@(in1 or in2 or choose)
case(choose)
1'b0:out=in1;
1'b1:out=in2;
default:out=32'b0;
endcase
endmodule
module select2_8(
input [7:0] in1,
input [7:0] in2,
input choose,
output reg [7:0] out
);
always@(in1 or in2 or choose)
case(choose)
1'b0:out=in1;
1'b1:out=in2;
default:out=8'b0;
endcase
endmodule
module select2_5(
input [4:0] in1,
input [4:0] in2,
input choose,
output reg [4:0] out
);
always@(in1 or in2 or choose)
case(choose)
1'b0:out=in1;
1'b1:out=in2;
default:out=5'b0;
endcase
endmodule
module select3_5(
input [4:0] in1,
input [4:0] in2,
input [4:0] in3,
input [1:0] choose,
output reg [4:0] out
);
always@(in1 or in2 or in3 or choose)
case(choose)
2'b00:out=in1;
2'b01:out=in2;
2'b10:out=in3;
default:out=5'b0;
endcase
endmodule
module select3_32(
input [31:0] in1,
input [31:0] in2,
input [31:0] in3,
input [1:0] choose,
output reg [31:0] out
);
always@(in1 or in2 or in3 or choose)
case(choose)
2'b00:out=in1;
2'b01:out=in2;
2'b10:out=in3;
default:out=32'b0;
endcase
endmodule 
module select3_8(
input [7:0] in1,
input [7:0] in2,
input [7:0] in3,
input [1:0] choose,
output reg [7:0] out
);
always@(in1 or in2 or in3 or choose)
case(choose)
2'b00:out=in1;
2'b01:out=in2;
2'b10:out=in3;
default:out=8'b0;
endcase
endmodule 
module select4_32(
input [31:0] in1,
input [31:0] in2,
input [31:0] in3,
input [31:0] in4,
input [1:0] choose,
output reg [31:0] out
);
always@(in1 or in2 or in3 or in4 or choose)
case(choose)
2'b00:out=in1;
2'b01:out=in2;
2'b10:out=in3;
2'b11:out=in4;
default:out=32'b0;
endcase
endmodule
module select4_8(
input [7:0] in1,
input [7:0] in2,
input [7:0] in3,
input [7:0] in4,
input [1:0] choose,
output reg [7:0] out
);
always@(in1 or in2 or in3 or in4 or choose)
case(choose)
2'b00:out=in1;
2'b01:out=in2;
2'b10:out=in3;
2'b11:out=in4;
default:out=8'b0;
endcase
endmodule 
module select5_32(
input [31:0] in1,
input [31:0] in2,
input [31:0] in3,
input [31:0] in4,
input [31:0] in5,
input [2:0] choose,
output reg [31:0] out
);
always@(in1 or in2 or in3 or in4 or in5 or choose)
case(choose)
3'b000:out=in1;
3'b001:out=in2;
3'b010:out=in3;
3'b011:out=in4;
3'b100:out=in5;
default:out=32'b0;
endcase
endmodule 
module select8_8(
input [7:0] in1,
input [7:0] in2,
input [7:0] in3,
input [7:0] in4,
input [7:0] in5,
input [7:0] in6,
input [7:0] in7,
input [7:0] in8,
input [2:0] choose,
output reg [7:0] out
);
always@(in1 or in2 or in3 or in4 or in5 or in6 or in7 or in8 or choose)
case(choose)
3'b000:out=in1;
3'b001:out=in2;
3'b010:out=in3;
3'b011:out=in4;
3'b100:out=in5;
3'b101:out=in6;
3'b110:out=in7;
3'b111:out=in8;
default:out=8'b0;
endcase
endmodule 
==> reports/results.txt <==
share of layout cells above drive strength 1 = 10.3%
setup TNS = 0 ns
placed instance count = 1555
number of global-route vias before repair = 9367
Sw Share = 50.3%
status = finished, final reports clean
CP Capture Type = primary output
FP Rows = 51
Die Area = 20800 um2
Setup violations, final = 0
min Tclk post-route = 6.10 ns
Post-synth ARST share = 0%
Slew Viols, Final = 0
top-area cell type share of the netlist area = 10.8%
Dominant flop cell = dfxtp_1
Mapped Area = 8110 um2
Total GRT Usage = 34.1%
setup repair bufs after CTS = 0
DRT antenna net count = 0
main area contributors after synthesis = mux4_2, dfxtp_1, a21oi_1
Area Overhead vs Synth = 26.3%
Syn Area/Cell = 6.75 um2
Post-DP HPWL = 24300 um
TritonCTS clock tree = done
critical path startpoint = PC.PC_out[0]$_DFF_P_
Initial DRC Count = 1044
largest register by flop count = PC.PC_out
number of cells in Yosys stat = 1201
RSZ-0062 raised after global routing = no
Yosys Chip Area = 8110 um2
Unique masters post-synth = 73
fp_density = 41.3%
initial antenna violation count = 0
routed wl met3 = 3620 um
cts repair resizes = 0
Cell Int Power = 0.000989 W
CTS Buffer Depth = 2
Placer Congestion = 0.975
Top Registers = PC.PC_out x32
final-report hold violation count = 0
first-pass GRT wire length = 53200 um
vias per cell = 6.43
Num Clock Sinks = 32
max-cap check violation count = 0
Sequential Power Share = 12.0%
die height = 144 um
P_leak = 3.57 nW
Worst Hold Launch = PC3[11]
Fmax = 164 MHz
Log Warnings = 41
DRT Wirelength = 34700 um
Yosys warning total = 4
DR vias = 10.0k
CP Launch Type = flop
max FFs per register = 32
Max FO, Critical Path = 20
Highest Signal Layer = met4
CTS Root Buffer Type = clkbuf_16
arrival time worst endpoint = 4.76 ns
Non-Filler Instances = 1563
Synth Seq Share = 7.90%
sw power = 0.000999 W
Clk pwr share = 11.4%
post-synthesis register bit count = 32
Yosys top cell by area = mux4_2
WL/cell = 22.2 um
worst setup path class = flop to primary output
Hold-fix buffers, CTS = 0
# DRC = 0
Core Box Area = 19700 um2
Synth Instances = 1201
M1 WL = 13900 um
Post-synth EDFFs = 0
Peak supply drop = 95.2 uV
Reg clk slew, reported paths = 0.05 ns
PortBufs = 194
fin area = 10200 um2
TritonCTS Buffers = 5
IO Pins = 195
Slew HR = 40.8%
most common cell in the synthesized netlist = nand2_1
Placed Area = 10100 um2
TritonRoute pass-1 iters = 6
ant diodes = 0
routed wire length on met2 = 16100 um
die width = 144 um
Critical Path RT = 5.36 ns
total congestion overflow = 0
period utilization = 91.0%
Synth top cells by count = nand2_1, a21oi_1, o21ai_0
Worst-Margin Slew = 0.887 ns
min-delay worst type = input port to flop
pin count of the biggest net entering global routing = 71
hold slack = 1.75 ns
power density over the cells = 194 nW/um2
Gate power share = 76.6%
H-tree Lvls = 2
==> worst max-delay path, stage by stage, from the launching register on <==
cell             delay, ns
dfxtp_2               0.31
inv_1                 0.43
ha_1                  0.53
inv_1                 0.27
ha_1                  0.75
inv_1                 0.44
nand3_1               0.18
o21ai_0               0.10
a2111oi_0             0.51
a211oi_1              0.09
o32ai_1               0.32
clkdlybuf4s50_1       0.52
==> cell type report <==
cell class                 instances  area [um2]
clock buffer                       6         139
clock inverter                     2        10.0
fill                            1995        9410
inverter                          13        48.8
multi-input combinational       1005        6780
sequential                        32         649
tap                              265         332
timing repair buffer             240        2280
==> layout by cell type, fill, tap and decap left out, types with 6 or more instances in the layout <==
| cell | n |
|---|---|
| clkdlybuf4s50_1 | 193 |
| nand2_1 | 159 |
| a21oi_1 | 122 |
| o21ai_0 | 104 |
| nor2_1 | 97 |
| nand3_1 | 46 |
| buf_4 | 46 |
| mux4_2 | 39 |
| xnor2_1 | 33 |
| o211ai_1 | 29 |
| a211oi_1 | 28 |
| dfxtp_1 | 27 |
| nor3_1 | 22 |
| a31oi_1 | 21 |
| ha_1 | 20 |
| a311oi_1 | 19 |
| o22ai_1 | 18 |
| nand2b_1 | 15 |
| and3_1 | 14 |
| o31ai_1 | 12 |
| o311ai_0 | 12 |
| xor2_1 | 12 |
| a221oi_1 | 11 |
| o221ai_1 | 11 |
| nand4_1 | 11 |
| inv_1 | 10 |
| xnor2_2 | 9 |
| nor2b_1 | 8 |
| o2111ai_1 | 8 |
| mux2i_1 | 7 |
| o32ai_1 | 7 |
| a2111oi_0 | 7 |
| or2_2 | 6 |
| a21boi_0 | 6 |
| a211o_1 | 6 |
| a21o_1 | 6 |
| xor2_2 | 6 |
==> per-layer routing <==
layer  vias to the layer above  track usage (%)
li1                       4729                -
met1                      4582             48.1
met2                       653             54.1
met3                        81             5.63
met4                         0             10.5
met5                         -                0
==> power groups by stage <==
stage / logic (W) / clock network, W / registers [W]
CTS: 0.00150 / 0.000230 / 0.000238
global route: 0.00165 / 0.000240 / 0.000242
finish: 0.00152 / 0.000226 / 0.000239
==> logic make-up after synthesis <==
logic type	Yosys count	synth area share, %
AND/OR/NAND/NOR	408	22.9
adder cells (fa/ha/maj)	21	3.24
multiplexers	48	12.0
AND-OR/OR-AND	468	37.6
flip-flops	32	7.90
buffers and inverters	164	9.07
XOR/XNOR	60	7.31
==> final timing paths <==
path / slack [ns] / cells past startpoint / to
worst min-delay path: 1.75 / 2 / PC.PC_out[11]$_DFF_P_
worst max-delay path: 0.60 / 11 / IR_out[0]
==> metrics by stage <==
stage	setup slack (ns)	utilization (%)	power, W
final	0.602	52.1	0.00199
after global routing	0.141	52.1	0.00213
after floorplan	2.30	-	0.00123
after global placement	1.14	51.3	0.00175
after CTS	0.661	52.1	0.00196
after detailed placement	0.949	51.3	0.00173
No activity file was given, so power comes from the tool's default toggle rates.
